==> design.v <==
package ascon_pack;
	typedef logic[0:4][63:0] type_state;
	localparam logic [7:0]	 round_constant [0:11] = {8'hF0, 8'hE1, 8'hD2, 8'hC3, 8'hB4, 8'hA5, 8'h96, 8'h87, 8'h78, 8'h69, 8'h5A, 8'h4B};
endpackage : ascon_pack
`timescale 1ns/1ps
module diffusion_layer import ascon_pack::*;
	(
		input type_state diffusion_target_i,    
		output type_state diffusion_diffused_o  
	);
	assign diffusion_diffused_o[0] = diffusion_target_i[0] ^ {diffusion_target_i[0][18:0], diffusion_target_i[0][63:19]} ^ {diffusion_target_i[0][27:0], diffusion_target_i[0][63:28]};
	assign diffusion_diffused_o[1] = diffusion_target_i[1] ^ {diffusion_target_i[1][60:0], diffusion_target_i[1][63:61]} ^ {diffusion_target_i[1][38:0], diffusion_target_i[1][63:39]};
	assign diffusion_diffused_o[2] = diffusion_target_i[2] ^ {diffusion_target_i[2][0], diffusion_target_i[2][63:1]} ^ {diffusion_target_i[2][5:0], diffusion_target_i[2][63:6]};
	assign diffusion_diffused_o[3] = diffusion_target_i[3] ^ {diffusion_target_i[3][9:0], diffusion_target_i[3][63:10]} ^ {diffusion_target_i[3][16:0], diffusion_target_i[3][63:17]};
	assign diffusion_diffused_o[4] = diffusion_target_i[4] ^ {diffusion_target_i[4][6:0], diffusion_target_i[4][63:7]} ^ {diffusion_target_i[4][40:0], diffusion_target_i[4][63:41]};
endmodule : diffusion_layer
`timescale 1ns / 1ps
module oconstant_adder import ascon_pack::*;
	(
		input type_state constadd_addend_i,  
		input logic[3:0] round_i,            
		output type_state constadd_sum_o     
	);
	assign constadd_sum_o[0] = constadd_addend_i[0];
	assign constadd_sum_o[1] = constadd_addend_i[1];
	assign constadd_sum_o[2][63:8] = constadd_addend_i[2][63:8];
	assign constadd_sum_o[2][7:0] = constadd_addend_i[2][7:0] ^ round_constant[round_i];  
	assign constadd_sum_o[3] = constadd_addend_i[3];  
	assign constadd_sum_o[4] = constadd_addend_i[4];
endmodule : oconstant_adder
`timescale 1ns / 1ps
module permutator import ascon_pack::*;
	(
		input type_state state_in_i,   
		input logic[3:0] round_i,      
		input logic clock_i,           
		input logic resetb_i,          
		input logic input_select_i,    
		output type_state state_out_o  
	);
	type_state mux_to_add_s, add_to_substit_s, substit_to_diff_s, diff_to_reg_s, reg_to_mux_s;  
	assign mux_to_add_s = (input_select_i) ? reg_to_mux_s : state_in_i;
	oconstant_adder oconstant_adder_inst (
		.constadd_addend_i(mux_to_add_s),
		.round_i(round_i),
		.constadd_sum_o(add_to_substit_s)
	);
	substitution_layer substitution_layer_inst (
		.substitution_target_i(add_to_substit_s),
		.substitution_substitute_o(substit_to_diff_s)
	);
	diffusion_layer diffusion_layer_inst (
		.diffusion_target_i(substit_to_diff_s),
		.diffusion_diffused_o(diff_to_reg_s)
	);
	register_state register_state_inst (
		.clock_i(clock_i),
		.resetb_i(resetb_i),
		.register_i(diff_to_reg_s),
		.register_o(reg_to_mux_s)
	);
	assign state_out_o = reg_to_mux_s;
endmodule : permutator
`timescale  1ns/1ps
module register_state import ascon_pack::*;
	(
	 input logic	clock_i,
	 input logic	resetb_i,
	 input		type_state register_i,
	 output		type_state register_o
	 );
	always @ (posedge clock_i, negedge resetb_i) begin
		if (resetb_i == 1'b0) begin 
			register_o <= {64'h0, 64'h0, 64'h0, 64'h0, 64'h0};
		end
		else begin
			register_o <= register_i;
		end
	end
endmodule : register_state
`timescale 1ns / 1ps
module sbox import ascon_pack::*;
	(
		input logic[4:0] sbox_target_i,      
		output logic[4:0] sbox_substitute_o  
	);
	always_comb begin : comb_0
		case(sbox_target_i)
			5'h00:
				sbox_substitute_o = 5'h04;
			5'h01:
				sbox_substitute_o = 5'h0b;
			5'h02:
				sbox_substitute_o = 5'h1f;
			5'h03:
				sbox_substitute_o = 5'h14;
			5'h04:
				sbox_substitute_o = 5'h1a;
			5'h05:
				sbox_substitute_o = 5'h15;
			5'h06:
				sbox_substitute_o = 5'h09;
			5'h07:
				sbox_substitute_o = 5'h02;
			5'h08:
				sbox_substitute_o = 5'h1b;
			5'h09:
				sbox_substitute_o = 5'h05;
			5'h0a:
				sbox_substitute_o = 5'h08;
			5'h0b:
				sbox_substitute_o = 5'h12;
			5'h0c:
				sbox_substitute_o = 5'h1d;
			5'h0d:
				sbox_substitute_o = 5'h03;
			5'h0e:
				sbox_substitute_o = 5'h06;
			5'h0f:
				sbox_substitute_o = 5'h1c;
			5'h10:
				sbox_substitute_o = 5'h1e;
			5'h11:
				sbox_substitute_o = 5'h13;
			5'h12:
				sbox_substitute_o = 5'h07;
			5'h13:
				sbox_substitute_o = 5'h0e;
			5'h14:
				sbox_substitute_o = 5'h00;
			5'h15:
				sbox_substitute_o = 5'h0d;
			5'h16:
				sbox_substitute_o = 5'h11;
			5'h17:
				sbox_substitute_o = 5'h18;
			5'h18:
				sbox_substitute_o = 5'h10;
			5'h19:
				sbox_substitute_o = 5'h0c;
			5'h1a:
				sbox_substitute_o = 5'h01;
			5'h1b:
				sbox_substitute_o = 5'h19;
			5'h1c:
				sbox_substitute_o = 5'h16;
			5'h1d:
				sbox_substitute_o = 5'h0a;
			5'h1e:
				sbox_substitute_o = 5'h0f;
			5'h1f:
				sbox_substitute_o = 5'h17;
		endcase
	end : comb_0
endmodule : sbox
`timescale 1ns / 1ps
module substitution_layer import ascon_pack::*;
	(
		input type_state substitution_target_i,      
		output type_state substitution_substitute_o  
	);
	genvar i;
	generate
		for (i = 0; i < 64; i++) begin : glabel_0
			sbox sbox_inst (
				.sbox_target_i({substitution_target_i[0][i], substitution_target_i[1][i], substitution_target_i[2][i], substitution_target_i[3][i], substitution_target_i[4][i]}),  
				.sbox_substitute_o({substitution_substitute_o[0][i], substitution_substitute_o[1][i], substitution_substitute_o[2][i], substitution_substitute_o[3][i], substitution_substitute_o[4][i]})  
			);
		end : glabel_0
	endgenerate
endmodule : substitution_layer
==> run.sh <==
#!/bin/bash
# OpenROAD 26Q1-2900-gdf79404cd8, Yosys 0.63+post, stock flow scripts
make -C /OpenROAD-flow-scripts/flow DESIGN_CONFIG=/design/flow/config.mk WORK_HOME=/design/flow/orfs finish
==> config.mk <==
export PLATFORM = sky130hd
export DESIGN_NAME = permutator
export DESIGN_NICKNAME = permutator
export VERILOG_FILES = /design/flow/design.v
export SDC_FILE = /design/flow/constraint.sdc
export NUM_CORES = 4
export LEC_CHECK = 1
export CORE_AREA = 10 10 396 396
export DIE_AREA = 0 0 406 406
export SYNTH_HDL_FRONTEND = slang
export SYNTH_MEMORY_MAX_BITS = 65536
==> constraint.sdc <==
current_design permutator

set clk_period 2.7
set clk_io_pct 0.2

create_clock -name clk0 -period $clk_period [get_ports {clock_i}]

set non_clock_inputs [all_inputs -no_clocks]
set_input_delay [expr $clk_period * $clk_io_pct] -clock clk0 $non_clock_inputs
set_output_delay [expr $clk_period * $clk_io_pct] -clock clk0 [all_outputs]
==> reports/results.ini <==
[run_status]
status=finished, final reports clean

[job]
warning_count=90
max-cap-violations=0

[setup_path]
crit_chain=mux2i_1 -> inv_1 -> ha_1 -> inv_1 -> a21oi_1 -> a22oi_2 -> xnor2_2 -> xor2_1 -> buf_4 -> xnor2_1
cpMostUsedCell=inv_1
endpoint_kind=register
cp-start-kind=register
cpMaxStageDelayCell=mux2i_1
path_class=register to register
cp.arrival_ps=3190
required_ps=3240
path_max_fanout=3
critical_path.max_stage_delay_ps=500

[global_route]
top_usage_layer=met2
met3_usage_pct=7.028
met2_usage_pct=36.36
track_usage_pct=22.78
grt_pass1_vias=28140
overflow=0
grt_max_degree=51
grt_pass1_wl_mm=248.3
grt_util_met1_pct=29.49
antenna_found_initial=38

[min_path]
hold_class=primary input to async pin

[yosys]
top_area_share_pct=27.72
postSynthAreaPerCell_um2=10.49
ys_sh_aoi_pct=7.203
yosysChipArea_um2=28890
synth_cell_types=49
synthArstFlopShare_pct=100.0
xor_area_share_pct=33.10
largest_area_cell=dfrtp_1
yosys.area_share.simple_pct=2.724
syn-cell-area_um2=28890
top_logic_kind=XOR/XNOR gates
ys.flops=320
ys_seq_share_pct=27.72
postSynthCellCount=2755
top_cells_by_area=dfrtp_1, xnor2_1, mux2i_1
synth-cells-yosys=2755
edf_count=0
mux_share_pct=18.63
synthFlopType=dfrtp_1
synthAdderAreaFrac_pct=7.277
yosys_warnings=0

[clock_network]
cts_tree=built
htreeDepth=2
cts_buffers=45
clk_pin_slew_worst_paths_ps=60
cts_buffer_depth=3
clk_latency_ps=650
cts_root_buffer=clkbuf_16
clock_sinks=320

[finish]
drive_gt1_share_pct=36.18
most-common-layout-cells=buf_4, xnor2_1, clkdlybuf4s50_1
stdcell_count=6569
final_util_pct=34.11
fin_area_um2=50430
area_delta_synth_final_pct=74.58
largest_register_ffs=320
lay_top_count=buf_4
regMostFlops=register_state_inst.register_o
largestRegisters=register_state_inst.register_o (320)

[die]
chipWidth_um=406
chipArea_um2=164800
core.rowCount=141
core_util_floorplan_pct=19.54
die_height_um=406
io_pins=647
coreArea_um2=147800

[routing]
drc=0
vias=27980
wirelength_mm=189.5
routedWlPerCell_um=28.85
drtIter0Drc=1812
vias_per_cell=4.259
first_pass_iters=5
ant_nets=0

[placement]
dp.cells=6474
dp_slack_ps=-548.0
io_buffer_count=646
gp_congestion=1.000
dp_hpwl_mm=168.3
placed_area_um2=48730

[timing]
setup_ws_ps=45.99
min_period_ps=2654
worstMarginPinSlew_ps=849.5
finalCritPeriodShare_pct=98.30
max_freq_mhz=376.8
fin_skew_ps=45.77
relSlewSlack_pct=42.25
setup_viol=0
drv_slew=0
hold_viol_final=0

==> final timing paths <==
check                                                   start                                   to  slack [ps]  cells past startpoint
max in group asynchronous                            resetb_i  register_state_inst.register_o[100]        2150                      2
max reg2reg                register_state_inst.register_o[29]  register_state_inst.register_o[246]          50                     10
max                        register_state_inst.register_o[29]  register_state_inst.register_o[246]          50                     10
min reg2reg                register_state_inst.register_o[49]  register_state_inst.register_o[171]        1040                      5
min in group clk0                              input_select_i   register_state_inst.register_o[63]         930                      6
min                                                  resetb_i  register_state_inst.register_o[213]          60                      2
==> synth_stat cells, types with 38 or more instances <==
library cell / number
xnor2_1: 754
mux2i_1: 396
dfrtp_1: 320
xor2_1: 288
ha_1: 128
inv_1: 124
nand2_1: 109
a21oi_1: 89
nor2_1: 77
mux2i_2: 69
maj3_1: 41
a22oi_1: 40
o21bai_1: 38
==> through the flow <==
stage / setup TNS, ps / hold slack [ps]
after global placement: -63750 / 559.5
final: 0 / 61.60
after floorplan: -67320 / 244.4
after global routing: -2.189 / 62.64
after CTS: 0 / 30.03
after detailed placement: -62290 / 567.4
==> layer usage <==
layer,vias up,part of all wire [%]
met1,13810,41
li1,12880,-
met3,264,8.3
met4,50,4.2
met2,982,46
met5,-,0.17
==> cell type report <==
type / count / area, µm²
fill: 14900 / 97410
multi-input combinational: 2257 / 21130
timing repair buffer: 1848 / 16800
sequential: 320 / 8008
tap: 1930 / 2415
clock buffer: 59 / 1259
inverter: 125 / 469.2
clock inverter: 23 / 337.8
antenna: 7 / 17.52
==> timing repair <==
item,CTS,global route
buffers inserted,0,5
setup endpoints to repair,0,3
hold buffers,1,0
resized,0,3
hold endpoints to repair,50,0
==> critical path: cells and delay by family, from the launching register on <==
| family | cells | cell delay, ps |
|---|---|---|
| flops | 1 | 470 |
| fa+ha+maj | 1 | 350 |
| mux | 1 | 500 |
| compound gates | 2 | 280 |
| buf+inv | 3 | 390 |
| xor+xnor | 3 | 540 |
==> logic make-up (layout without fill, tap and decap cells) <==
kind of cell / count (synthesis) / after routing
AND-OR/OR-AND: 311 / 311
multiplexers: 501 / 501
adder cells (fa/ha/maj): 177 / 177
other: 0 / 7
flip-flops: 320 / 320
XOR/XNOR: 1068 / 1068
buffers and inverters: 178 / 2055
AND/OR/NAND/NOR: 200 / 200
